==> design.v <==
interface DDR_ift;
    logic [ 63:0] raddr_mem;
    logic [ 63:0] waddr_mem;
    logic [127:0] wdata_mem;
    logic [127:0] rdata_mem;
    logic         rvalid_mem;
    logic         wvalid_mem;
    logic         wen_mem;
    logic         ren_mem;
    logic [ 15:0] wmask_mem;
    modport Master(
        output waddr_mem,
        output raddr_mem,
        output wdata_mem,
        input rdata_mem,
        input rvalid_mem,
        input wvalid_mem,
        output wen_mem,
        output ren_mem,
        output wmask_mem
    );
    modport Slave(
        input waddr_mem,
        input raddr_mem,
        input wdata_mem,
        output rdata_mem,
        output wvalid_mem,
        output rvalid_mem,
        input wen_mem,
        input ren_mem,
        input wmask_mem
    );
endinterface
interface Uart_ift;
    logic [63:0] waddr_mem;
    logic [63:0] raddr_mem;
    logic [63:0] wdata_mem;
    logic [63:0] rdata_mem;
    logic        rvalid_mem;
    logic        wvalid_mem;
    logic        wen_mem;
    logic        ren_mem;
    logic [ 7:0] wmask_mem;
    modport Master(
        output waddr_mem,
        output raddr_mem,
        output wdata_mem,
        input rdata_mem,
        input rvalid_mem,
        input wvalid_mem,
        output wen_mem,
        output ren_mem,
        output wmask_mem
    );
    modport Slave(
        input waddr_mem,
        input raddr_mem,
        input wdata_mem,
        output rdata_mem,
        output rvalid_mem,
        output wvalid_mem,
        input wen_mem,
        input ren_mem,
        input wmask_mem
    );
endinterface
module ForwardingUnit(
    input [4:0]rs1_addr_id,
    input [63:0]rs1_data_id,
    input [4:0]rs2_addr_id,
    input [63:0]rs2_data_id,
    input [4:0]rd_addr_exe,
    input [4:0]rd_addr_mem,
    input [4:0]rd_addr_wb,
    input [11:0]csr_addr_id,
    input [63:0]csr_val_id,
    input [11:0]csr_addr_exe,
    input [63:0]csr_val_exe,
    input [11:0]csr_addr_mem,
    input [63:0]csr_val_mem,
    input [11:0]csr_addr_wb,
    input [63:0]csr_val_wb,
    input [63:0]alu_res_exe,
    input [63:0]npc_exe,
    input [1:0]wb_sel_exe,
    input we_reg_exe,
    input we_csr_exe,
    input [63:0]alu_res_mem,
    input [63:0]npc_mem,
    input [1:0]wb_sel_mem,
    input we_reg_mem,
    input we_csr_mem,
    input [63:0]dmem_mem,
    input we_reg_wb,
    input we_csr_wb,
    input [63:0]rd_data,
    output reg [63:0]rs1_data_idexe,
    output reg [63:0]rs2_data_idexe,
    output reg [63:0]csr_val_idexe
);
always@(*) begin
    if (rs1_addr_id == rd_addr_exe && rs1_addr_id != 0 && we_reg_exe == 1) begin
        case(wb_sel_exe) 
            2'b00: rs1_data_idexe = 0;
            2'b01: rs1_data_idexe = alu_res_exe;
            2'b11: rs1_data_idexe = npc_exe;
            default: rs1_data_idexe = 0;
        endcase
    end
    else if (rs1_addr_id == rd_addr_mem && rs1_addr_id != 0 && we_reg_mem == 1) begin
        case(wb_sel_mem) 
            2'b00: rs1_data_idexe = 0;
            2'b01: rs1_data_idexe = alu_res_mem;
            2'b10: rs1_data_idexe = dmem_mem;
            2'b11: rs1_data_idexe = npc_mem;
            default: rs1_data_idexe = 0;
        endcase
    end
    else if (rs1_addr_id == rd_addr_wb && rs1_addr_id != 0 && we_reg_wb == 1)begin
        rs1_data_idexe = rd_data;
    end
    else begin
        rs1_data_idexe = rs1_data_id;
    end
    if (rs2_addr_id == rd_addr_exe && rs2_addr_id != 0 && we_reg_exe == 1) begin
        case(wb_sel_exe) 
            2'b00: rs2_data_idexe = 0;
            2'b01: rs2_data_idexe = alu_res_exe;
            2'b11: rs2_data_idexe = npc_exe;
            default: rs2_data_idexe = 0;
        endcase
    end
    else if (rs2_addr_id == rd_addr_mem && rs2_addr_id != 0 && we_reg_mem == 1) begin
        case(wb_sel_mem) 
            2'b00: rs2_data_idexe = 0;
            2'b01: rs2_data_idexe = alu_res_mem;
            2'b10: rs2_data_idexe = dmem_mem;
            2'b11: rs2_data_idexe = npc_mem;
            default: rs1_data_idexe = 0;
        endcase
    end
    else if (rs2_addr_id == rd_addr_wb && rs2_addr_id != 0 && we_reg_wb == 1)begin
        rs2_data_idexe = rd_data;
    end
    else begin
        rs2_data_idexe = rs2_data_id;
    end
    if (csr_addr_id == csr_addr_exe && we_csr_exe == 1) csr_val_idexe = csr_val_exe;
    else if (csr_addr_id == csr_addr_mem && we_csr_mem == 1) csr_val_idexe = csr_val_mem;
    else if (csr_addr_id == csr_addr_wb && we_csr_wb == 1) csr_val_idexe = csr_val_wb;
    else csr_val_idexe = csr_val_id;
end
endmodule
==> run.sh <==
#!/bin/bash
# OpenROAD 26Q1-2900-gdf79404cd8, Yosys 0.63+post, stock flow scripts
make -C /OpenROAD-flow-scripts/flow DESIGN_CONFIG=/design/flow/config.mk WORK_HOME=/design/flow/orfs finish
==> config.mk <==
export PLATFORM = sky130hd
export DESIGN_NAME = ForwardingUnit
export DESIGN_NICKNAME = ForwardingUnit
export VERILOG_FILES = /design/flow/design.v
export SDC_FILE = /design/flow/constraint.sdc
export NUM_CORES = 4
export LEC_CHECK = 1
export CORE_AREA = 10 10 402 402
export DIE_AREA = 0 0 412 412
==> constraint.sdc <==
current_design ForwardingUnit

set clk_period 13.8
set clk_io_pct 0.2

create_clock -name clk0 -period $clk_period

set non_clock_inputs [all_inputs -no_clocks]
set_input_delay [expr $clk_period * $clk_io_pct] -clock clk0 $non_clock_inputs
set_output_delay [expr $clk_period * $clk_io_pct] -clock clk0 [all_outputs]
==> reports/summary.rpt <==
OUTCOME
---------------------------------------------------------------------------------
Run status ......................................................... finished clean

WORST SETUP PATH
---------------------------------------------------------------------------------
Biggest cell delay along the critical path .........................      0.64 ns
Worst path depth ...................................................           10
Maximum fanout encountered on the critical timing path .............           55
Endpoint class of the critical path ................................  output port
Count of buffer and inverter cells on the critical path ............            5
Type of the worst setup path .......................................    in -> out
Required time at the worst-slack endpoint ..........................     11.04 ns
Setup crit start ................................................... rs2_addr_id[1]
Data arrival time of the critical path .............................      6.83 ns
CP delay by family, top ............................................ buffers and inverters
Type of origin of the critical path ................................ primary input
Slowest cell on crit path .......................................... clkdlybuf4s50_1
Most used cell, CP .................................................        buf_4
Series of cell instances along the critical path ................... clkdlybuf4s50_1, or4_4, nor2_4, nor4_2, buf_4, buf_4, buf_4, a221o_1, o2bb2ai_1, clkdlybuf4s50_1
Termination of the worst setup path ................................ rs2_data_idexe[23]

YOSYS
---------------------------------------------------------------------------------
Yosys warning count ................................................            1
Area of the synthesized netlist per yosys stat .....................     9860 µm²
Post-synthesis cell count from yosys ...............................         1520
Number of library cell types mapped by synthesis ...................           33
Syn Inst Count .....................................................         1520
Post-Syn Area per Cell .............................................     6.49 µm²
Netlist area before placement ......................................     9860 µm²
Seq/Total Area, Yosys ..............................................           0%

GRT
---------------------------------------------------------------------------------
Overall overflow remaining after global route ......................            0
Global-route usage over all layers .................................        13.5%
Pin count of the biggest net entering global routing ...............           73
First-pass GRT wire length .........................................    158000 µm
Via count of the first global-routing pass .........................        17500
Initial antenna violation count ....................................           59

POWER
---------------------------------------------------------------------------------
Power Density ......................................................  31.1 nW/µm²
Leak Pwr ...........................................................      7.42 nW
Maximum ir drop on the vdd rail ....................................  0.0000133 V

FLOORPLAN
---------------------------------------------------------------------------------
Floorplan-stage core utilization ...................................        6.48%
Die boundary height ................................................       412 µm
Number of standard-cell rows in the floorplan ......................          143
Number of ports placed on the die boundary .........................         1043
Core footprint .....................................................   152000 µm²
Width of the die ...................................................       412 µm
Total die area .....................................................   170000 µm²

STA
---------------------------------------------------------------------------------
Total setup violations reported at the end of the flow .............            0
Final WS setup .....................................................      4.21 ns
Final max-slew violation count .....................................            0
Final-layout setup total negative slack ............................         0 ns
Headroom to the max-slew limit .....................................        38.1%
Share of the clock period used by the worst path after layout ......        69.5%
Achievable frequency ...............................................      104 MHz
Shortest clock period the worst path allows after layout ...........      9.59 ns
Worst hold slack after final layout ................................      6.43 ns
Measured slew at the worst slew-check pin ..........................     0.928 ns
RSZ-0062 raised after global routing ...............................           no
Final number of hold-violating endpoints ...........................            0

FINAL LAYOUT
---------------------------------------------------------------------------------
Footprint of the flip-flops and latches ............................        0 µm²
Layout sequential cell count .......................................            0
Area added between synthesis and finish ............................         128%
CLK BUF ............................................................            0
Ratio of cells with drive above 1 in the final layout ..............        8.54%
Final core utilization .............................................        14.8%
Fill cell instance count of the final layout .......................        17400
Number of cells in the finished layout apart from fillers ..........         4460

CTS
---------------------------------------------------------------------------------
Number of hold-repair buffers added at the cts stage ...............            0
Number of setup buffers added after CTS ............................            0
PostCTS Resize Cnt .................................................            0

ROUTE
---------------------------------------------------------------------------------
Wire length per cell ...............................................      27.4 µm
Number of optimization iterations in the first detailed-route pass .            6
Via density ........................................................         3.88
Number of remaining DRC errors .....................................            0
Via count ..........................................................        17300
Sum of routed wire length over all layers ..........................    122000 µm
Violation count after the first detailed-route iteration ...........         1454
Antenna Violating Nets Remaining ...................................            0

PLACEMENT
---------------------------------------------------------------------------------
Port bufs ..........................................................         1043
Placed cell count ..................................................         4443
Minimum setup slack after placement ................................      4.24 ns
HPWL after detailed placement ......................................    106000 µm
Final estimated routing congestion in global placement .............         1.02

WORST HOLD PATH
---------------------------------------------------------------------------------
Cell count of the worst hold path ..................................            4
Hold_sp ............................................................ csr_val_exe[52]
Worst min-delay path category ......................................    in -> out

JOB
---------------------------------------------------------------------------------
Max-capacitance violation count ....................................            0
OpenROAD warning count .............................................           32

-- power breakdown --
part	total (W)	internal, W	switching [W]
registers	0	0	0
logic	0.000699	0.000400	0.000299
clock network	0.000000000168	0.000000000168	0
-- cells by family (layout without fill, tap and decap cells) --
logic type | Yosys count | count (layout) | synth area share [%]
AOI/OAI and AO/OA | 640 | 640 | 51.0
xor gates and xnor gates | 66 | 66 | 5.86
buffers and inverters | 263 | 1156 | 11.2
muxes | 128 | 128 | 14.6
other | 0 | 17 | 0
and+or+nand+nor | 423 | 423 | 17.3
-- synthesized netlist by cell type --
| cell | number | area, µm² |
|---|---|---|
| a221o_1 | 118 | 1180 |
| nand3_1 | 2 | 10.0 |
| clkbuf_1 | 145 | 544 |
| a211oi_1 | 64 | 480 |
| a21o_1 | 10 | 75.1 |
| or4_1 | 3 | 22.5 |
| xor2_1 | 17 | 149 |
| inv_1 | 65 | 244 |
| nor4_4 | 1 | 21.3 |
| xnor2_1 | 49 | 429 |
| buf_1 | 22 | 82.6 |
| o22ai_1 | 10 | 62.6 |
| or4_4 | 2 | 22.5 |
| and2_1 | 1 | 6.26 |
| nor2b_1 | 1 | 6.26 |
| o2bb2ai_1 | 118 | 1030 |
| a22oi_1 | 64 | 480 |
| a221oi_1 | 10 | 87.6 |
| mux2_2 | 128 | 1440 |
| nor2_4 | 2 | 22.5 |
| buf_6 | 12 | 135 |
| buf_2 | 17 | 85.1 |
| nor2_1 | 194 | 728 |
| a41oi_1 | 64 | 561 |
| or3_1 | 2 | 12.5 |
| nand4_1 | 10 | 62.6 |
| buf_4 | 2 | 15.0 |
| and4_1 | 1 | 8.76 |
| a21oi_1 | 118 | 591 |
| o31ai_1 | 64 | 480 |
| nand2_1 | 196 | 736 |
| nor3_1 | 3 | 15.0 |
| nor4_1 | 5 | 31.3 |
-- area by class of cell --
type,count,area (µm²),area share [%]
well taps,2030,2540,11.3
repair buffers,1091,10800,47.9
inverters,65,244,1.08
diodes,17,42.5,0.189
multi-input cells,1257,8880,39.5
-- per-layer routing --
| layer | global-route usage, % | vias to the layer above | routed length, µm |
|---|---|---|---|
| li1 | - | 7661 | - |
| met1 | 15.3 | 8221 | 44500 |
| met2 | 23.5 | 1211 | 59900 |
| met3 | 4.65 | 184 | 12500 |
| met4 | 4.26 | 38 | 4990 |
| met5 | 0 | - | 226 |
-- through the flow --
step	instance area [µm²]	total power, W
final	22500	0.000699
after global routing	22500	0.000736
after CTS	22500	0.000705
after detailed placement	22500	0.000700
after global placement	22500	0.000704
after floorplan	9860	0.000209
-- worst min path at each step --
| stage | end | slack, ns |
|---|---|---|
| finish | csr_val_idexe[52] | 6.43 |
| global route | csr_val_idexe[55] | 6.46 |
| CTS | csr_val_idexe[52] | 6.44 |
-- cells in the final DEF, fill, tap and decap left out, types with 10 or more instances in the layout --
cell | netlist | routed
a211oi_1 | 64 | 64
a21o_1 | 10 | 10
a21oi_1 | 118 | 118
a221o_1 | 118 | 118
a221oi_1 | 10 | 10
a22oi_1 | 64 | 64
a41oi_1 | 64 | 64
buf_4 | 2 | 53
clkdlybuf4s50_1 | 0 | 1038
diode_2 | 0 | 17
inv_1 | 65 | 65
mux2_2 | 128 | 128
nand2_1 | 196 | 196
nand4_1 | 10 | 10
nor2_1 | 194 | 192
o22ai_1 | 10 | 10
o2bb2ai_1 | 118 | 118
o31ai_1 | 64 | 64
xnor2_1 | 49 | 49
xor2_1 | 17 | 15
No activity file was given, so power comes from the tool's default toggle rates.
