==> ./design.v <==
interface DDR_ift;
    logic [ 63:0] raddr_mem;
    logic [ 63:0] waddr_mem;
    logic [127:0] wdata_mem;
    logic [127:0] rdata_mem;
    logic         rvalid_mem;
    logic         wvalid_mem;
    logic         wen_mem;
    logic         ren_mem;
    logic [ 15:0] wmask_mem;
    modport Master(
        output waddr_mem,
        output raddr_mem,
        output wdata_mem,
        input rdata_mem,
        input rvalid_mem,
        input wvalid_mem,
        output wen_mem,
        output ren_mem,
        output wmask_mem
    );
    modport Slave(
        input waddr_mem,
        input raddr_mem,
        input wdata_mem,
        output rdata_mem,
        output wvalid_mem,
        output rvalid_mem,
        input wen_mem,
        input ren_mem,
        input wmask_mem
    );
endinterface
interface Uart_ift;
    logic [63:0] waddr_mem;
    logic [63:0] raddr_mem;
    logic [63:0] wdata_mem;
    logic [63:0] rdata_mem;
    logic        rvalid_mem;
    logic        wvalid_mem;
    logic        wen_mem;
    logic        ren_mem;
    logic [ 7:0] wmask_mem;
    modport Master(
        output waddr_mem,
        output raddr_mem,
        output wdata_mem,
        input rdata_mem,
        input rvalid_mem,
        input wvalid_mem,
        output wen_mem,
        output ren_mem,
        output wmask_mem
    );
    modport Slave(
        input waddr_mem,
        input raddr_mem,
        input wdata_mem,
        output rdata_mem,
        output rvalid_mem,
        output wvalid_mem,
        input wen_mem,
        input ren_mem,
        input wmask_mem
    );
endinterface
module CacheWriteBuffer #(
    parameter integer ADDR_WIDTH = 64,
    parameter integer DATA_WIDTH = 64,
    parameter integer BANK_NUM   = 4
) (
    input                            clk,
    input                            rstn,
    input  [         ADDR_WIDTH-1:0] addr_wb,
    input  [BANK_NUM*DATA_WIDTH-1:0] data_wb,
    output                           busy_wb,
    input                            need_wb,
    input                            miss_cache,
    output [  ADDR_WIDTH-1:0] addr_mem,
    output [DATA_WIDTH*2-1:0] data_mem,
    input [$clog2(BANK_NUM)-2:0] bank_index,
    input                        finish_wb
);
    reg                           busy;
    reg [         ADDR_WIDTH-1:0] addr;
    reg [DATA_WIDTH*BANK_NUM-1:0] data;
    always @(posedge clk) begin
        if (~rstn) begin
            addr <= {ADDR_WIDTH{1'b0}};
            data <= {BANK_NUM * DATA_WIDTH{1'b0}};
            busy <= 1'b0;
        end else if (miss_cache & need_wb) begin
            addr <= addr_wb;
            data <= data_wb;
            busy <= 1'b1;
        end else if (finish_wb) begin
            busy <= 1'b0;
        end
    end
    assign busy_wb  = busy;
    assign addr_mem = addr;
    wire [2*DATA_WIDTH-1:0] word[BANK_NUM/2-1:0];
    genvar i;
    generate
        for (i = 0; i < BANK_NUM / 2; i = i + 1) begin
            assign word[i] = data[(i*2+2)*DATA_WIDTH-1:i*2*DATA_WIDTH];
        end
    endgenerate
    assign data_mem = word[bank_index];
endmodule
==> ./run.sh <==
#!/bin/bash
# OpenROAD 26Q1-2900-gdf79404cd8, Yosys 0.63+post, stock flow scripts
make -C /OpenROAD-flow-scripts/flow DESIGN_CONFIG=/design/flow/config.mk WORK_HOME=/design/flow/orfs finish
==> ./config.mk <==
export PLATFORM = sky130hd
export DESIGN_NAME = CacheWriteBuffer
export DESIGN_NICKNAME = CacheWriteBuffer
export VERILOG_FILES = /design/flow/design.v
export SDC_FILE = /design/flow/constraint.sdc
export NUM_CORES = 4
export LEC_CHECK = 1
export CORE_AREA = 10 10 329 329
export DIE_AREA = 0 0 339 339
==> ./constraint.sdc <==
current_design CacheWriteBuffer

set clk_period 10.8
set clk_io_pct 0.2

create_clock -name clk0 -period $clk_period [get_ports {clk}]

set non_clock_inputs [all_inputs -no_clocks]
set_input_delay [expr $clk_period * $clk_io_pct] -clock clk0 $non_clock_inputs
set_output_delay [expr $clk_period * $clk_io_pct] -clock clk0 [all_outputs]
==> notes.md <==
run results: total number of yosys warnings=1, arrival time reported for the critical path endpoint=approximately 4100 ps, number of maximum-capacitance constraint violations=0, first-pass GRT wire length=a little under 90000 µm, synthesized area divided by synthesized cell count=between 8 and 9 µm², summed standard-cell area reported by yosys=13700 µm², Top cells by area=dfxtp_1 47%, nand4_1 15%, mux2_2 11%, o21ai_0 9.5%, nand2_1 8.8%, cells in synth_stat.txt=~1600, Tightest Hold Check Type=reg -> reg, number of buffers inserted for hold repair after clock tree synthesis=0, GRT Overall Usage=0.0991, share of final-layout standard cells stronger than drive strength 1=0.110, Core Area=101000 µm², relative area change from synthesis to final layout=54.6%, Detailed Route WL=between 50000 and 60000 µm, most used standard cells in the synthesized netlist=321 x dfxtp_1, 320 x nand2_1, 320 x nand4_1, root buffer cell=clkbuf_16, setup TNS=0 ps, wire length on met1=approximately 26000 µm, count of different cell masters after synthesis=14, Post-CTS Repair Setup Buffers=0, remaining max-slew budget at the tightest pin=0.462, sum of net half-perimeters after detailed placement=roughly 41000 µm, Initial DRC Count=between 700 and 800, register clock-pin slew on the reported worst setup and hold paths=approximately 60 ps, overall die area=roughly 110000 µm², category of the critical setup timing path=in -> out, clock tree sinks=321, ratio of final minimum period to clock period=0.582, Port Buf Inserts=a little over 500, largest voltage drop on the vdd net=around 0.000097 V, top cell type by total area after synthesis=dfxtp_1, OpenROAD warnings=31, pre-CTS worst setup slack=4510 ps, Max Fanout on Critical Path=52, Worst Setup Slack, final=4510 ps, asr flop ratio synth=0, clk_skew=0 ps, number of hold-slack violations in the final timing report=0, pin count of the biggest net entering global routing=between 100 and 150, Final Max Tran Viols=0, I/O pin count=~520, amount of wire on met3 after detailed routing=between 6000 and 7000 µm, average wire length per cell after detail routing=17.5 µm, number of buffers on the longest clock path=3, result of the run=finished clean, fraction of post-synthesis cell area in the top cell type by area=0.470, leak pwr=roughly 7.0 nW, detailed-route via count=about 13000, Init Core Util=0.136, post-synthesis sequential element count=321, DRC=0, GRT overflow=0, Seq share, synth=0.470, total length of routed met2 wires=25500 µm, TritonCTS buffer count=42, number of optimization iterations in the first detailed-route pass=5, Slew @ Worst Pin=807 ps, synthesized instance count=about 1600, placement row count=between 100 and 150, Worst Setup End Kind=output port, setup repair after global routing missed its margin=false, drt via density=3.97, type of origin of the critical path=primary input, Pwr per Cell Area=roughly 150 nW/µm², antenna violations before repair=13, Die Y-Extent=~340 µm, post-synth design cell area=roughly 14000 µm², highest achievable clock rate=between 150 and 200 MHz, number of setup violations in the final report=0, DR top layer=met5, total number of H-tree levels=2, overall die width=approximately 340 µm, weighted congestion at the end of routability-driven global placement=about 0.84, remaining number of nets flagged by the antenna check after routing=0, post-CTS sizing=0, CP required=approximately 8600 ps, later-pin clock latency in the skew report=between 500 and 600 ps, number of enable-type register cells in the synthesized netlist=0, most used standard cell by instance count after synthesis=dfxtp_1, number of global-route vias before repair=13300, clock tree from TritonCTS=done, time the worst path needs with I/O delays and setup=between 6000 and 7000 ps, predominant post-synthesis flop cell=dfxtp_1
kinds of logic after synthesis:
| family | share of synthesized area |
|---|---|
| simple gates | 0.235 |
| mux | 0.105 |
| compound gates | 0.118 |
| buf+inv | 0.0727 |
| flops | 0.470 |
stage by stage:
stage	instance area (µm²)	instances	total power [mW]	utilization	hold WS, ps
2_1_floorplan	13700	1605	1.45	-	414
3_3_place_gp	19800	3308	1.70	0.197	434
3_5_place_dp	19800	3308	1.70	0.197	441
4_1_cts	21200	3384	3.15	0.210	448
5_1_grt	21200	3385	3.23	0.210	462
6_report	21200	3386	3.08	0.210	447
cells in the final DEF, fill, tap and decap left out:
master	netlist	layout
diode_2	0	2
clkdlybuf4s50_1	0	514
clkbuf_8	0	7
dfxtp_1	321	321
and2_4	0	1
clkbuf_16	0	45
o21a_1	1	1
mux2_2	128	128
clkbuf_1	113	7
buf_8	0	3
inv_6	0	2
nand4_1	320	320
bufinv_16	0	1
buf_12	0	2
o21ai_1	60	60
nand2_1	320	320
clkinv_4	0	1
buf_4	1	19
buf_6	27	1
clkinv_2	0	7
o21ai_0	260	260
nor2b_1	1	1
clkinvlp_4	0	6
power by group:
group / switching (mW) / leakage [nW] / internal [mW]
clock network: 0.575 / 0.669 / 0.833
logic: 0.171 / 3.75 / 0.224
registers: 0.0376 / 2.63 / 1.24
area by class of cell:
cell class | instances | area [µm²]
fillers | 10900 | 79400
flip-flops and latches | 321 | 6430
multi-input cells | 1091 | 6270
repair buffers | 539 | 5380
well taps | 1357 | 1700
clock buffers | 59 | 1250
clock inverters | 17 | 136
diodes | 2 | 5.00
registers in the layout (all words and copies together) (netlist names):
name  count
data    256
busy      1
addr     64
routing by layer:
metal,up-vias,track usage
li1,6591,-
met1,6209,0.133
met2,545,0.146
met3,88,0.0437
met4,14,0.0232
met5,-,0
final timing paths:
path | start | endpoint | cells past startpoint | slack [ps]
min | addr[41] | addr[41] | 2 | 450
max reg2reg | data[22] | data[22] | 2 | 9840
min reg2reg | addr[41] | addr[41] | 2 | 450
max | bank_index[0] | data_mem[65] | 4 | 4510
critical path: stages:
cell and delay [ps]:
buf_6 350, buf_4 630, mux2_2 410, clkdlybuf4s50_1 430
Power and IR drop assume default switching activity.
