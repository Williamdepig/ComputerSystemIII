## config.mk

```make
export PLATFORM = sky130hd
export DESIGN_NAME = MEM_WB_Reg
export DESIGN_NICKNAME = MEM_WB_Reg
export VERILOG_FILES = /design/flow/design.v
export SDC_FILE = /design/flow/constraint.sdc
export NUM_CORES = 4
export LEC_CHECK = 1
export CORE_AREA = 10 10 443 443
export DIE_AREA = 0 0 453 453
```

## constraint.sdc

```tcl
current_design MEM_WB_Reg

set clk_period 1.1
set clk_io_pct 0.2

create_clock -name clk0 -period $clk_period [get_ports {clk}]

set non_clock_inputs [all_inputs -no_clocks]
set_input_delay [expr $clk_period * $clk_io_pct] -clock clk0 $non_clock_inputs
set_output_delay [expr $clk_period * $clk_io_pct] -clock clk0 [all_outputs]
```

## design.v

```verilog
interface DDR_ift;
    logic [ 63:0] raddr_mem;
    logic [ 63:0] waddr_mem;
    logic [127:0] wdata_mem;
    logic [127:0] rdata_mem;
    logic         rvalid_mem;
    logic         wvalid_mem;
    logic         wen_mem;
    logic         ren_mem;
    logic [ 15:0] wmask_mem;
    modport Master(
        output waddr_mem,
        output raddr_mem,
        output wdata_mem,
        input rdata_mem,
        input rvalid_mem,
        input wvalid_mem,
        output wen_mem,
        output ren_mem,
        output wmask_mem
    );
    modport Slave(
        input waddr_mem,
        input raddr_mem,
        input wdata_mem,
        output rdata_mem,
        output wvalid_mem,
        output rvalid_mem,
        input wen_mem,
        input ren_mem,
        input wmask_mem
    );
endinterface
interface Uart_ift;
    logic [63:0] waddr_mem;
    logic [63:0] raddr_mem;
    logic [63:0] wdata_mem;
    logic [63:0] rdata_mem;
    logic        rvalid_mem;
    logic        wvalid_mem;
    logic        wen_mem;
    logic        ren_mem;
    logic [ 7:0] wmask_mem;
    modport Master(
        output waddr_mem,
        output raddr_mem,
        output wdata_mem,
        input rdata_mem,
        input rvalid_mem,
        input wvalid_mem,
        output wen_mem,
        output ren_mem,
        output wmask_mem
    );
    modport Slave(
        input waddr_mem,
        input raddr_mem,
        input wdata_mem,
        output rdata_mem,
        output rvalid_mem,
        output wvalid_mem,
        input wen_mem,
        input ren_mem,
        input wmask_mem
    );
endinterface
`timescale 1ns/1ps
module MEM_WB_Reg(
    input clk,
    input flush,
    input stall,
    input rst,
    input valid_mem,
    input except_happen_mem,
    output reg valid_wb,
    input [63:0]pc_mem,
    input [63:0]npc_mem,
    input [31:0]inst_mem,
    output reg [63:0]pc_wb,   
    output reg [63:0]npc_wb,
    output reg [31:0]inst_wb,
    input we_reg_mem,
    input we_mem_mem,
    input we_csr_mem,
    input [1:0]wb_sel_mem,
    input [1:0]csr_ret_mem,
    input [3:0]br_taken_mem,
    output reg we_reg_wb,
    output reg we_mem_wb,
    output reg we_csr_wb,
    output reg [1:0]wb_sel_wb,
    output reg [1:0]csr_ret_wb,
    output reg [3:0]br_taken_wb,
    input [4:0]rd_mem,
    input [11:0]csr_addr_mem,
    input [63:0]csr_val_mem,
    input [63:0]alu_res_mem,
    input [63:0]dmem_mem,
    input [63:0]rs1_data_mem,
    input [63:0]rs2_data_mem,
    input [63:0]rw_wdata,
    output reg [4:0]rd_wb,
    output reg [11:0]csr_addr_wb,
    output reg [63:0]csr_val_wb,
    output reg [63:0]alu_res_wb,
    output reg [63:0]dmem_wb,
    output reg [63:0]rs1_data_wb,
    output reg [63:0]rs2_data_wb,
    output reg [63:0]mem_wdata_wb,
    input fence_mem,
    output reg fence_wb
);
    always @(posedge clk) begin
        if (rst) begin   
            pc_wb <= 0;
            npc_wb <= 0;
            inst_wb <= 0;
            valid_wb <= 0;
            we_reg_wb <= 0;
            we_mem_wb <= 0;
            we_csr_wb <= 0;
            csr_ret_wb <= 0;
            wb_sel_wb <= 0;
            br_taken_wb <= 0;
            rd_wb <= 0;
            csr_addr_wb <= 0;
            csr_val_wb <= 0;
            alu_res_wb <= 0;
            dmem_wb <= 0; 
            rs1_data_wb <= 0;
            rs2_data_wb <= 0;
            mem_wdata_wb <= 0;
            fence_wb <= 0;
        end
        else if(~stall)begin       
            if (flush) begin
                pc_wb <= 0;
                npc_wb <= 0;
                inst_wb <= 0;
                valid_wb <= 0;
                we_reg_wb <= 0;
                we_mem_wb <= 0;
                we_csr_wb <= 0;
                csr_ret_wb <= 0;
                wb_sel_wb <= 0;
                br_taken_wb <= 0;
                rd_wb <= 0;
                csr_addr_wb <= 0;
                csr_val_wb <= 0;
                alu_res_wb <= 0;
                dmem_wb <= 0; 
                rs1_data_wb <= 0;
                rs2_data_wb <= 0;
                mem_wdata_wb <= 0;
                fence_wb <= 0;
            end
            else if(except_happen_mem)begin
                pc_wb <= pc_mem;
                npc_wb <= 0;
                inst_wb <= inst_mem;
                valid_wb <= valid_mem;
                we_reg_wb <= 0;
                we_mem_wb <= 0;
                we_csr_wb <= 0;
                csr_ret_wb <= 0;
                wb_sel_wb <= 0;
                br_taken_wb <= 0;
                rd_wb <= 0;
                csr_addr_wb <= 0;
                csr_val_wb <= 0;
                alu_res_wb <= 0;
                dmem_wb <= 0; 
                rs1_data_wb <= 0;
                rs2_data_wb <= 0;
                mem_wdata_wb <= 0;
                fence_wb <= 0;
            end
            else begin
                pc_wb <= pc_mem;
                npc_wb <= npc_mem;
                inst_wb <= inst_mem;
                valid_wb <= valid_mem;
                we_reg_wb <= we_reg_mem;
                we_mem_wb <= we_mem_mem;
                we_csr_wb <= we_csr_mem;
                csr_ret_wb <= csr_ret_mem;
                wb_sel_wb <= wb_sel_mem;
                br_taken_wb <= br_taken_mem;
                rd_wb <= rd_mem;
                csr_addr_wb <= csr_addr_mem;
                csr_val_wb <= csr_val_mem;
                alu_res_wb <= alu_res_mem;
                dmem_wb <= dmem_mem;
                rs1_data_wb <= rs1_data_mem;
                rs2_data_wb <= rs2_data_mem;
                mem_wdata_wb <= rw_wdata;
                fence_wb <= fence_mem;
            end
        end
        else begin
            pc_wb <= pc_wb;
            npc_wb <= npc_wb;
            inst_wb <= inst_wb;
            valid_wb <= valid_wb;
            we_reg_wb <= we_reg_wb;
            we_mem_wb <= we_mem_wb;
            we_csr_wb <= we_csr_wb;
            csr_ret_wb <= csr_ret_wb;
            wb_sel_wb <= wb_sel_wb;
            br_taken_wb <= br_taken_wb;
            rd_wb <= rd_wb;
            csr_addr_wb <= csr_addr_wb;
            csr_val_wb <= csr_val_wb;
            alu_res_wb <= alu_res_wb;
            dmem_wb <= dmem_wb; 
            rs1_data_wb <= rs1_data_wb;
            rs2_data_wb <= rs2_data_wb;      
            mem_wdata_wb <= mem_wdata_wb;   
            fence_wb <= fence_wb;
        end
    end
endmodule
```

## run.sh

```bash
#!/bin/bash
# OpenROAD 26Q1-2900-gdf79404cd8, Yosys 0.63+post, stock flow scripts
make -C /OpenROAD-flow-scripts/flow DESIGN_CONFIG=/design/flow/config.mk WORK_HOME=/design/flow/orfs finish
```

==> summary.txt <==
status = complete, but fails checks
failing checks = negative setup slack
max incr delay on CP = 0.45 ns
Top Family by Delay on Critical Path = flip-flops
fin. max-slew vios = 0
DRT iter0 DRCs = 1,734
Final WS setup = -0.417 ns
Final ANT Viol Nets = 0
vias in the first global route = 24,100
share of layout cells above drive strength 1 = 0.408
fin crit period = 1.52 ns
Final Skew = 0 ns
Yosys reg bits = 574
min-delay worst type = in2reg
R2R Path Start = rs1_data_wb[50]
Total Routed Length = 156 mm
Tot Pwr = 55.4 mW
GRT overflow = 0
CP Capture Type = primary output
WP data arrival = 1.30 ns
Port Buffers = 1,152
critical path buffer and inverter count = 1
Late-Pin Clk Latency = 0.68 ns
DR vias/cell = 3.94
cells in synth_stat.txt = 2,604
Power Density = 1290 nW/µm²
Worst-Margin Slew = 0.861 ns
Setup Viol. Count Final = 574
VDD IR max = 1210 µV
First-pass DRT Iterations = 5
GRT Util Overall = 0.146
die area = 205,000 µm²
FF-to-FF path depth = 4
Longest Clk Path Bufs = 3
Num CTS Buffers = 76
worst hold stages = 4
cycle use final = 1.38
Rows = 158
crit path launch type = register
first-pass GRT wire length = 208 mm
f_max = 659 MHz
Pleak = 16.1 nW
Synth Warn # = 1
DRC viols = 0
type of the worst setup path = reg2out
mean post-synth cell area = 9.15 µm²
via count = 25,200
Crit-path slowest cell = dfxtp_4
WL per Instance = 24.4 µm
post-detail-place hpwl = 126 mm
Clk pin slew, worst setup/hold paths = 0.06 ns
CTS tree = done
initial antenna violation count = 62
Hold Path Sink = rs2_data_wb[21]
Core Region = 186,000 µm²
Hold WS = 0.0564 ns
worst rel slew slack = 0.426
H-Tree Depth = 3
Post-Synthesis Cell Area = 23,800 µm²
area grow syn2layout = 79.8%
Die W = 453 µm
RSZ-0062 raised after global routing = yes
max-cap violations = 0
Critical Path RT = 0.88 ns
CTS root buf = clkbuf_16
worst r2r dst = rs1_data_wb[50]
die height = 453 µm
initial core utilization = 0.128
largest net degree at the start of global routing = 93
setup slack, reg-to-reg = 0.29 ns
routability congestion estimate = 1.02
Post-Synthesis Cells = 2,604
Fin. Hold Viols = 0
IO Pins = 1,153
Sink Count = 574
yosys stat area = 23,800 µm²
Tool Warnings = 29
register share after synthesis = 0.482
crit-path max FO = 2
crit-path cells = buf_12
hold path start = except_happen_mem
Yosys cell types = 10
-- registers in the layout, indices dropped and copies added (netlist names) --
signal        count
alu_res_wb       64
br_taken_wb       4
csr_addr_wb      12
csr_ret_wb        2
csr_val_wb       64
dmem_wb          64
fence_wb          1
inst_wb          32
mem_wdata_wb     64
npc_wb           64
pc_wb            64
rd_wb             5
rs1_data_wb      64
rs2_data_wb      64
valid_wb          1
wb_sel_wb         2
we_csr_wb         1
we_mem_wb         1
we_reg_wb         1
-- repair_timing --
action                                  in CTS  in global routing
hold endpoints to repair                    65                  0
setup buffers                               56                 31
endpoints found under the setup margin     574                576
gates resized                             2723                 24
pin swaps                                    0                  0
hold buffers                                 4                  0
-- cells by family (layout without fill, tap and decap cells) --
group           after synthesis  after routing  share of synthesized area
simple gates               1148           1148                      0.327
compound gates              574            574                      0.121
flops                       574            574                      0.482
buf+inv                     308           1590                     0.0703
other cells                   0             17                          0
-- cell usage after synthesis, drive strengths merged --
cell	count	area [µm²]
or3b	97	850
dfxtp	574	11500
buf	127	995
clkbuf	181	679
a21oi	574	2870
nand2	574	2150
or4b	477	4770
-- report_power, final --
group          total [mW]  internal [mW]  switching [mW]
Combinational        7.09           4.11            2.98
Sequential           21.8           21.3           0.465
Clock                26.5           15.5            11.0
Total                55.4           40.9            14.4
-- stage by stage --
step	TNS (ns)	utilization	setup slack (ns)	std cells	cell area (µm²)
2_1_floorplan	-87.26	-	-0.167	2604	23900
3_3_place_gp	-278.43	0.214	-0.627	6151	39800
3_5_place_dp	-283.28	0.214	-0.630	6151	39800
4_1_cts	-195.59	0.228	-0.495	6336	42400
5_1_grt	-186.72	0.230	-0.481	6371	42800
6_report	-138.36	0.230	-0.417	6383	42800
-- metal layers --
metal / part of all wire / track usage / vias up
met2: 0.46 / 0.230 / 984
met5: 0.0014 / 0 / -
li1: - / - / 11900
met1: 0.39 / 0.183 / 12000
met4: 0.029 / 0.0333 / 36
met3: 0.11 / 0.0652 / 209
-- final cells by class --
cell class	count	area [µm²]
Antenna cell	17	42.5
Clock buffer	103	2160
Clock inverter	39	508
Fill cell	19800	143000
Multi-Input combinational cell	1722	10700
Sequential cell	574	12400
Tap cell	2480	3100
Timing Repair Buffer	1448	14000
-- cells in the final DEF (no fill, tap or decap), types with 60 or more instances in the layout --
cell type and instances:
buf_2 268, or4b_1 477, buf_12 106, nand2_1 574, clkbuf_16 76, buf_4 231, dfxtp_2 514, dfxtp_4 60
buf_6 261, a21oi_1 573, clkdlybuf4s50_1 574, or3b_1 90
-- worst max-delay path by stage --
stage,startpoint,cells past startpoint,end
CTS,rs2_data_wb[5],1,rs2_data_wb[5]
global route,rs2_data_wb[24],1,rs2_data_wb[24]
finish,rs2_data_wb[24],1,rs2_data_wb[24]
Power figures rest on the tool's default switching activity, not on a simulated workload.
